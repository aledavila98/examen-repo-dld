File: /design/flow/design.v
module Divider(
    input clk,
    output reg oclk
);
reg [15:0] count, countp;
reg oclkp;
always @(posedge clk) begin
    count <= countp;
    oclk <= oclkp;
end
always @(*) begin
    countp = (count > 16'hC34F) ? 16'd0 : count + 16'd1;
    oclkp = (count > 16'hC34F) ? ~oclk : 0;
end
endmodule
File: /design/flow/run.sh
#!/bin/bash
# OpenROAD 26Q1-2900-gdf79404cd8, Yosys 0.63+post, stock flow scripts
make -C /OpenROAD-flow-scripts/flow DESIGN_CONFIG=/design/flow/config.mk WORK_HOME=/design/flow/orfs finish
File: /design/flow/config.mk
export PLATFORM = sky130hd
export DESIGN_NAME = Divider
export DESIGN_NICKNAME = Divider
export VERILOG_FILES = /design/flow/design.v
export SDC_FILE = /design/flow/constraint.sdc
export NUM_CORES = 4
export LEC_CHECK = 1
export CORE_AREA = 10 10 89 89
export DIE_AREA = 0 0 99 99
File: /design/flow/constraint.sdc
current_design Divider

set clk_period 2.2
set clk_io_pct 0.2

create_clock -name clk0 -period $clk_period [get_ports {clk}]

set non_clock_inputs [all_inputs -no_clocks]
set_input_delay [expr $clk_period * $clk_io_pct] -clock clk0 $non_clock_inputs
set_output_delay [expr $clk_period * $clk_io_pct] -clock clk0 [all_outputs]
==> results.sh <==
# source this file to load flow results
export IMPL_peakVddDrop_v=0.000241
export IMPL_dp_cells=155
export IMPL_place_detailed_hpwl_um=867
export IMPL_avgRoutedWirePerCell_um=7.55
export IMPL_synth_top_area_share_pct=43.6
export IMPL_number_of_non_filler_instances_in_the_completed_layout=159
export IMPL_via_per_instance_ratio=3.28
export IMPL_route_layer_met1_wl_um=643
export IMPL_number_of_vias_after_detailed_routing=522
export IMPL_antenna_diode_count=0
export IMPL_fin_crit_sh_pct=66.9
export IMPL_tightestPinTransition_ns=0.491
export IMPL_synthTopCellsByArea="dfxtp_1, xnor2_1, nor4_2, nor2_1, nand3_1"
export IMPL_power_density_mw_per_mm2=577
export IMPL_chip_area_mm2=0.00980
export IMPL_grt_max_degree=18
export IMPL_gp_weighted_congestion=0.768
export IMPL_yosysUniqueCellTypes=20
export IMPL_worst_ep_required_time_ns=2.32
export IMPL_chipHeight_um=99
export IMPL_initial_antenna_violation_count=0
export IMPL_crit_buf_inv=0
export IMPL_power_share_of_the_clock_group_pct=42.2
export IMPL_drt_wl_total_um=1200
export IMPL_status="finished, final reports clean"
export IMPL_detailedRoute_firstPassIterationCount=3
export IMPL_die_size_x_um=99
export IMPL_yosys_warnings=1
export IMPL_coreArea_mm2=0.00599
export IMPL_share_of_final_layout_standard_cells_stronger_than_drive_strength_1_pct=16.7
export IMPL_sinks_on_clock_net=17
export IMPL_cts_buffer_depth=2
export IMPL_ys_cells=80
export IMPL_cts_inserted_buffers=3
export IMPL_power_switching_fraction_pct=18.1
export IMPL_mi_logic_area_um2=429
export IMPL_rsz0062_at_grt="no"
export IMPL_filler_cell_count=660
export IMPL_wl_met3_um=23
export IMPL_hold_buffers=0
export IMPL_crit_family="simple AND/OR/NAND/NOR gates"
export IMPL_grt_first_pass_wirelength_um=2370
export IMPL_hold_slack_ns=0.411
export IMPL_detail_route_antenna_nets=0
export IMPL_cp_slowest_cell="dfxtp_1"
export IMPL_remaining_drc_errors=0
export IMPL_critical_path_class="flop to flop"
export IMPL_cp_start_kind="flop"
export IMPL_cp_max_fo=5
export IMPL_fmax_mhz=679
export IMPL_seqCellArea_um2=340
export IMPL_finish_utilization_pct=15.4
export IMPL_power_leakage_nw=0.253
export IMPL_met2WireLength_um=505
export IMPL_p_comb_share_pct=0
export IMPL_pre_cts_slack_ns=0.743
export IMPL_ctsResizeCount=0
export IMPL_seqPwrFrac_pct=57.8
export IMPL_final_hold_violation_count=0
export IMPL_cts_tree="yes"
export IMPL_clk_pin_slew_ns=0.06
export IMPL_endpoint_kind_of_the_worst_setup_timing_path="flop"
export IMPL_p_int_mw=0.436
export IMPL_openroad_warnings=25
export IMPL_floorplan_core_util_pct=13.0
export IMPL_synthesis_area_per_instance_um2=9.76
export IMPL_drv_max_cap_violation_count=0
export IMPL_drv_slew=0
export IMPL_layout_top_cell_excl_fill_tap="dfxtp_1"
export IMPL_worstSkewPairLatency_ns=0.25
export IMPL_post_synth_top_area_cell="dfxtp_1"
export IMPL_max_slew_margin_rel_pct=67.2
export IMPL_post_cts_buffers=0
export IMPL_ys_chip_area_um2=781
export IMPL_postSynthRegisterBits=17
export IMPL_tns_ns=0
export IMPL_grt_ovfl_total=0
export IMPL_p_sw_mw=0.0965
export IMPL_synthCells=80
export IMPL_setup_violations=0
export IMPL_mappedNetlistArea_um2=781
export IMPL_pin_count=2
export IMPL_clock_skew_ns=0.00207
export IMPL_finalInstanceArea_um2=922
export IMPL_final_setup_worst_slack_ns=0.728
export IMPL_ctsHtreeMaxLevel=1
export IMPL_first_global_vias=523
export IMPL_synthToLayoutAreaGrowth_pct=18.1
export IMPL_synth_seq_share_pct=43.6
export IMPL_clk_root_buffer_cell="clkbuf_8"
export IMPL_portBuffers=1
export IMPL_post_route_min_period_ns=1.47
export IMPL_dpl_cell_area_um2=877
export IMPL_hp_class="flop to flop"
export IMPL_placementRows=28
export IMPL_layout_cells_most_common_list="dfxtp_1, nor2_1, xnor2_1, nand2_1, nand3_1"
export IMPL_max_stage_delay_ns=0.39
export IMPL_worst_ep_arrival_time_ns=1.60
export IMPL_crit_chain="ha_1, nand2_1, nor4_2, xnor2_1, nor2_2"
export IMPL_grtUsageTotal_pct=2.68
export IMPL_power_mw=0.532
export IMPL_drt_initial_drc_count=37
export IMPL_highest_signal_layer="met4"
[final timing paths]
| kind | from | slack [ns] | depth (start not counted) | end |
|---|---|---|---|---|
| worst max-delay path | count[0] | 0.73 | 5 | count[12] |
| worst max register to register | count[0] | 0.73 | 5 | count[12] |
| worst min register to register | oclk | 0.41 | 1 | oclk |
| worst min-delay path | oclk | 0.41 | 1 | oclk |
[worst register-to-register path: cells and delay by family (launching register included)]
family	cells	cell delay, ns
flip-flops	1	0.39
adder cells (fa/ha/maj)	1	0.27
XOR/XNOR	1	0.18
AND/OR/NAND/NOR	3	0.52
[power by group through the flow]
stage | combinational (mW) | sequential (mW) | clock (mW)
CTS | 0.0000000934 | 0.308 | 0.230
global route | 0.0000000934 | 0.307 | 0.247
finish | 0.0000000934 | 0.308 | 0.225
[synth_stat cells (all sizes together)]
library cell and n:
a21oi 1, a31oi 1, buf 1, dfxtp 17
ha 1, inv 1, nand2 6, nand3 7
nand4 2, nor2 17, nor2b 2, nor3 3
nor4 6, o21a 1, o21bai 1, xnor2 11
xor2 2
[metal layers]
| layer | GRT usage [%] | vias up |
|---|---|---|
| met3 | 0.564 | 2 |
| met4 | 0.551 | 0 |
| met2 | 4.01 | 5 |
| li1 | - | 279 |
| met1 | 3.86 | 236 |
| met5 | 0 | - |
[cell families after synthesis]
| logic type | share of synthesized area (%) |
|---|---|
| and+or+nand+nor | 34.0 |
| DFF | 43.6 |
| xor gates and xnor gates | 14.6 |
| AOI/OAI and AO/OA | 4.81 |
| buffers and inverters | 1.44 |
| adders and majority gates | 1.60 |
[sequential cells by signal, indices dropped and copies added (netlist names)]
| signal | count |
|---|---|
| oclk | 1 |
| count | 16 |
[layout make-up]
class / instances / share of cell area [%]
Clock buffer: 4 / 4.88
Inverter: 1 / 0.407
Multi-Input combinational cell: 61 / 46.5
Sequential cell: 17 / 36.9
Tap cell: 75 / 10.2
Timing Repair Buffer: 1 / 1.09
